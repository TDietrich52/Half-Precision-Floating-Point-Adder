==> flow/design.v <==
parameter [7:0] CHAR_BLANK = 8'b00100000;
parameter [7:0] CHAR_EXCLAMATION = 8'b00100001;
parameter [7:0] CHAR_QUOTATION = 8'b00100010;
parameter [7:0] CHAR_NUMBER = 8'b00100011;
parameter [7:0] CHAR_DOLLAR = 8'b00100100;
parameter [7:0] CHAR_PERCENT = 8'b00100101;
parameter [7:0] CHAR_AMPERSAND = 8'b00100110;
parameter [7:0] CHAR_APOSTROPHE = 8'b00100111;
parameter [7:0] CHAR_LEFT_PARENTHESIS = 8'b00101000;
parameter [7:0] CHAR_RIGHT_PARENTHESIS = 8'b00101001;
parameter [7:0] CHAR_ASTERISK = 8'b00101010;
parameter [7:0] CHAR_PLUS = 8'b00101011;
parameter [7:0] CHAR_COMMA = 8'b00101100;
parameter [7:0] CHAR_HYPHEN_MINUS = 8'b00101101;
parameter [7:0] CHAR_PERIOD = 8'b00101110;
parameter [7:0] CHAR_SLASH = 8'b00101111;
parameter [7:0] CHAR_0 = 8'b00110000;
parameter [7:0] CHAR_1 = 8'b00110001;
parameter [7:0] CHAR_2 = 8'b00110010;
parameter [7:0] CHAR_3 = 8'b00110011;
parameter [7:0] CHAR_4 = 8'b00110100;
parameter [7:0] CHAR_5 = 8'b00110101;
parameter [7:0] CHAR_6 = 8'b00110110;
parameter [7:0] CHAR_7 = 8'b00110111;
parameter [7:0] CHAR_8 = 8'b00111000;
parameter [7:0] CHAR_9 = 8'b00111001;
parameter [7:0] CHAR_COLON = 8'b00111010;
parameter [7:0] CHAR_SEMICOLON = 8'b00111011;
parameter [7:0] CHAR_LESSTHAN = 8'b00111100;
parameter [7:0] CHAR_EQUALS = 8'b00111101;
parameter [7:0] CHAR_GREATERTHAN = 8'b00111110;
parameter [7:0] CHAR_QUESTION = 8'b00111111;
parameter [7:0] CHAR_AT = 8'b01000000;
parameter [7:0] CHAR_CAPITAL_A = 8'b01000001;
parameter [7:0] CHAR_CAPITAL_B = 8'b01000010;
parameter [7:0] CHAR_CAPITAL_C = 8'b01000011;
parameter [7:0] CHAR_CAPITAL_D = 8'b01000100;
parameter [7:0] CHAR_CAPITAL_E = 8'b01000101;
parameter [7:0] CHAR_CAPITAL_F = 8'b01000110;
parameter [7:0] CHAR_CAPITAL_G = 8'b01000111;
parameter [7:0] CHAR_CAPITAL_H = 8'b01001000;
parameter [7:0] CHAR_CAPITAL_I = 8'b01001001;
parameter [7:0] CHAR_CAPITAL_J = 8'b01001010;
parameter [7:0] CHAR_CAPITAL_K = 8'b01001011;
parameter [7:0] CHAR_CAPITAL_L = 8'b01001100;
parameter [7:0] CHAR_CAPITAL_M = 8'b01001101;
parameter [7:0] CHAR_CAPITAL_N = 8'b01001110;
parameter [7:0] CHAR_CAPITAL_O = 8'b01001111;
parameter [7:0] CHAR_CAPITAL_P = 8'b01010000;
parameter [7:0] CHAR_CAPITAL_Q = 8'b01010001;
parameter [7:0] CHAR_CAPITAL_R = 8'b01010010;
parameter [7:0] CHAR_CAPITAL_S = 8'b01010011;
parameter [7:0] CHAR_CAPITAL_T = 8'b01010100;
parameter [7:0] CHAR_CAPITAL_U = 8'b01010101;
parameter [7:0] CHAR_CAPITAL_V = 8'b01010110;
parameter [7:0] CHAR_CAPITAL_W = 8'b01010111;
parameter [7:0] CHAR_CAPITAL_X = 8'b01011000;
parameter [7:0] CHAR_CAPITAL_Y = 8'b01011001;
parameter [7:0] CHAR_CAPITAL_Z = 8'b01011010;
parameter [7:0] CHAR_LEFT_SQUARE_BRACKET = 8'b01011011;
parameter [7:0] CHAR_YEN = 8'b01011100;
parameter [7:0] CHAR_RIGHT_SQUARE_BRACKET = 8'b01011101;
parameter [7:0] CHAR_CIRCUMFLEX = 8'b01011110;
parameter [7:0] CHAR_LOW_LINE = 8'b01011111;
parameter [7:0] CHAR_GRAVE = 8'b01100000;
parameter [7:0] CHAR_SMALL_A = 8'b01100001;
parameter [7:0] CHAR_SMALL_B = 8'b01100010;
parameter [7:0] CHAR_SMALL_C = 8'b01100011;
parameter [7:0] CHAR_SMALL_D = 8'b01100100;
parameter [7:0] CHAR_SMALL_E = 8'b01100101;
parameter [7:0] CHAR_SMALL_F = 8'b01100110;
parameter [7:0] CHAR_SMALL_G = 8'b01100111;
parameter [7:0] CHAR_SMALL_H = 8'b01101000;
parameter [7:0] CHAR_SMALL_I = 8'b01101001;
parameter [7:0] CHAR_SMALL_J = 8'b01101010;
parameter [7:0] CHAR_SMALL_K = 8'b01101011;
parameter [7:0] CHAR_SMALL_L = 8'b01101100;
parameter [7:0] CHAR_SMALL_M = 8'b01101101;
parameter [7:0] CHAR_SMALL_N = 8'b01101110;
parameter [7:0] CHAR_SMALL_0 = 8'b01101111;
parameter [7:0] CHAR_SMALL_P = 8'b01110000;
parameter [7:0] CHAR_SMALL_Q = 8'b01110001;
parameter [7:0] CHAR_SMALL_R = 8'b01110010;
parameter [7:0] CHAR_SMALL_S = 8'b01110011;
parameter [7:0] CHAR_SMALL_T = 8'b01110100;
parameter [7:0] CHAR_SMALL_U = 8'b01110101;
parameter [7:0] CHAR_SMALL_V = 8'b01110110;
parameter [7:0] CHAR_SMALL_W = 8'b01110111;
parameter [7:0] CHAR_SMALL_X = 8'b01111000;
parameter [7:0] CHAR_SMALL_Y = 8'b01111001;
parameter [7:0] CHAR_SMALL_Z = 8'b01111010;
parameter [7:0] CHAR_LEFT_CURLY_BRACKET = 8'b01111011;
parameter [7:0] CHAR_VERTICAL_BAR = 8'b01111100;
parameter [7:0] CHAR_RIGHT_CURLY_BRACKET = 8'b01111101;
parameter [7:0] CHAR_RIGHT_ARROW = 8'b01111110;
parameter [7:0] CHAR_LEFT_ARROW = 8'b01111111;
parameter [7:0] CHAR_DIVISION = 8'b11111101;
parameter [7:0] CHAR_BLOCK = 8'b11111111;
module LCD_Initilizer
	(input        clk      ,
	 input        reset    ,
	 output       RS, RW, E,
	 inout  [7:0] DATA     ,
	 output reg   done = 0 );
	typedef enum logic [3:0] {
		Wait20ms,
		FunctionSet1,
		Wait5ms,
		FunctionSet2,
		Wait250us,
		FunctionSet3,
		WaitBusy1,
		SetNF,
		WaitBusy2,
		DispOn,
		WaitBusy3,
		EntryMode,
		WaitBusy4,
		DispClear,
		WaitBusy5,
		Done
	} StateType;
	StateType state, next_state;
	reg [31:0] counter = 0;
	always @(posedge clk or posedge reset) begin
		if (reset) begin
			state = Wait20ms;
			next_state = Wait20ms;
			done = 0;
			counter = 0;
		end else begin
			if (state != next_state) begin
				state = next_state;
				counter = 0;  
			end else
				counter = counter + 1;  
			case (state)
				Wait20ms: if (counter == 32'd1_000_000) next_state = FunctionSet1;  
				FunctionSet1: begin 
		if (counter < 32'd100) begin 
		RS = 0; 
		RW = 0; 
		DATA = 8'b00110000; 
		E = 0; 
	end 
		else if (counter < 32'd900) begin 
		RS = 0; 
		RW = 0; 
		DATA = 8'b00110000; 
		E = 1; 
	end 
		else if (counter < 32'd1_000) begin 
		RS = 0; 
		RW = 0; 
		DATA = 8'b00110000; 
		E = 0; 
	end 
		else begin next_state = Wait5ms; begin 
		E = 0; 
		RS = 0; 
		RW = 0; 
		DATA = 8'bzzzzzzzz; 
	end end 
	end  
				Wait5ms: if (counter == 32'd250_000) next_state = FunctionSet2;  
				FunctionSet2: begin 
		if (counter < 32'd100) begin 
		RS = 0; 
		RW = 0; 
		DATA = 8'b00110000; 
		E = 0; 
	end 
		else if (counter < 32'd900) begin 
		RS = 0; 
		RW = 0; 
		DATA = 8'b00110000; 
		E = 1; 
	end 
		else if (counter < 32'd1_000) begin 
		RS = 0; 
		RW = 0; 
		DATA = 8'b00110000; 
		E = 0; 
	end 
		else begin next_state = Wait250us; begin 
		E = 0; 
		RS = 0; 
		RW = 0; 
		DATA = 8'bzzzzzzzz; 
	end end 
	end  
				Wait250us: if (counter == 32'd12_500) next_state = FunctionSet3;  
				FunctionSet3: begin 
		if (counter < 32'd100) begin 
		RS = 0; 
		RW = 0; 
		DATA = 8'b00110000; 
		E = 0; 
	end 
		else if (counter < 32'd900) begin 
		RS = 0; 
		RW = 0; 
		DATA = 8'b00110000; 
		E = 1; 
	end 
		else if (counter < 32'd1_000) begin 
		RS = 0; 
		RW = 0; 
		DATA = 8'b00110000; 
		E = 0; 
	end 
		else begin next_state = WaitBusy1; begin 
		E = 0; 
		RS = 0; 
		RW = 0; 
		DATA = 8'bzzzzzzzz; 
	end end 
	end  
				WaitBusy1: if (counter == 32'd12_500) next_state = SetNF;  
				SetNF: begin 
		if (counter < 32'd100) begin 
		RS = 0; 
		RW = 0; 
		DATA = 8'b00111000; 
		E = 0; 
	end 
		else if (counter < 32'd900) begin 
		RS = 0; 
		RW = 0; 
		DATA = 8'b00111000; 
		E = 1; 
	end 
		else if (counter < 32'd1_000) begin 
		RS = 0; 
		RW = 0; 
		DATA = 8'b00111000; 
		E = 0; 
	end 
		else begin next_state = WaitBusy2; begin 
		E = 0; 
		RS = 0; 
		RW = 0; 
		DATA = 8'bzzzzzzzz; 
	end end 
	end  
				WaitBusy2: if (counter == 32'd12_500) next_state = DispOn;  
				DispOn: begin 
		if (counter < 32'd100) begin 
		RS = 0; 
		RW = 0; 
		DATA = 8'b00001100; 
		E = 0; 
	end 
		else if (counter < 32'd900) begin 
		RS = 0; 
		RW = 0; 
		DATA = 8'b00001100; 
		E = 1; 
	end 
		else if (counter < 32'd1_000) begin 
		RS = 0; 
		RW = 0; 
		DATA = 8'b00001100; 
		E = 0; 
	end 
		else begin next_state = WaitBusy3; begin 
		E = 0; 
		RS = 0; 
		RW = 0; 
		DATA = 8'bzzzzzzzz; 
	end end 
	end  
				WaitBusy3: if (counter == 32'd12_500) next_state = EntryMode;  
				EntryMode: begin 
		if (counter < 32'd100) begin 
		RS = 0; 
		RW = 0; 
		DATA = 8'b00000110; 
		E = 0; 
	end 
		else if (counter < 32'd900) begin 
		RS = 0; 
		RW = 0; 
		DATA = 8'b00000110; 
		E = 1; 
	end 
		else if (counter < 32'd1_000) begin 
		RS = 0; 
		RW = 0; 
		DATA = 8'b00000110; 
		E = 0; 
	end 
		else begin next_state = WaitBusy4; begin 
		E = 0; 
		RS = 0; 
		RW = 0; 
		DATA = 8'bzzzzzzzz; 
	end end 
	end  
				WaitBusy4: if (counter == 32'd12_500) next_state = DispClear;  
				DispClear: begin 
		if (counter < 32'd100) begin 
		RS = 0; 
		RW = 0; 
		DATA = 8'b00000001; 
		E = 0; 
	end 
		else if (counter < 32'd900) begin 
		RS = 0; 
		RW = 0; 
		DATA = 8'b00000001; 
		E = 1; 
	end 
		else if (counter < 32'd1_000) begin 
		RS = 0; 
		RW = 0; 
		DATA = 8'b00000001; 
		E = 0; 
	end 
		else begin next_state = WaitBusy5; begin 
		E = 0; 
		RS = 0; 
		RW = 0; 
		DATA = 8'bzzzzzzzz; 
	end end 
	end  
				WaitBusy5: if (counter == 32'd12_500) next_state = Done;  
				Done: done = 1;  
				default: next_state = Wait20ms;
			endcase
		end
	end
endmodule
==> flow/run.sh <==
#!/bin/bash
# OpenROAD 26Q1-2900-gdf79404cd8, Yosys 0.63+post, stock flow scripts
make -C /OpenROAD-flow-scripts/flow DESIGN_CONFIG=/design/flow/config.mk WORK_HOME=/design/flow/orfs finish
==> flow/config.mk <==
export PLATFORM = sky130hd
export DESIGN_NAME = LCD_Initilizer
export DESIGN_NICKNAME = LCD_Initilizer
export VERILOG_FILES = /design/flow/design.v
export SDC_FILE = /design/flow/constraint.sdc
export NUM_CORES = 4
export LEC_CHECK = 1
export CORE_UTILIZATION = 50
==> flow/constraint.sdc <==
current_design LCD_Initilizer

set clk_period 5.0
set clk_io_pct 0.2

create_clock -name clk0 -period $clk_period [get_ports {clk}]

set non_clock_inputs [all_inputs -no_clocks]
set_input_delay [expr $clk_period * $clk_io_pct] -clock clk0 $non_clock_inputs
set_output_delay [expr $clk_period * $clk_io_pct] -clock clk0 [all_outputs]
==> run notes <==
flow finished, numbers: register share after synthesis 0.423, number of buffers on the longest clock path 2, total area of sequential cells 1210 µm², maxcap violations 0, root cell of the clock tree sky130_fd_sc_hd__clkbuf_8, signal arrival time at the worst endpoint between 3 and 4 ns, number of clock buffers inserted by TritonCTS 5, remaining antenna violation count after routing 0, data required time at the worst endpoint ~5.2 ns, placement-stage cell area 2850 µm², Clock Skews around 0.0054 ns, Die Size 6010 µm², clock slew at the register clock pins of the worst setup and hold paths 0.09 ns, pin slew with the least headroom to its limit roughly 0.52 ns, dominant register cell sky130_fd_sc_hd__dfrtp_1, detailed-route vias per instance 5.68, Slew headroom 0.651, number of inserted filler cells in the final layout 510, CP dominant cell by count sky130_fd_sc_hd__a31oi_1, dominant kind of combinational cell simple AND/OR/NAND/NOR gates, maximum clock frequency 302 MHz, share of flip-flops with an asynchronous set or reset 0.872, core area 5510 µm², gpl congestion ~0.85, slowest cell on the critical path sky130_fd_sc_hd__or4_1, final max-slew violation count 0, all-layer global routing usage 0.215, insertion delay of the later-clocked pin in the worst-skew pair 0.30 ns, Area Overhead vs Synth 3.07%, synth warn 120, Vert. Die Dim about 78 µm, path class of the lowest-slack min-delay path reg2reg, # port buffers 3, Congestion Overflow GR 0, count of vias placed by the detailed router about 2100, largest net degree at the start of global routing ~42, cts-stage hold buffer count 0, run status complete, no violations, total negative setup slack 0 ns, share of cell area taken by muxes after synthesis 0.00702, WS Path Type reg2reg, length of the first detailed-routing pass in iterations 4, Seq cells post-synth around 47, crit path launch type flop, CP cell instances ha_1 > and4_1 > nand4_2 > nor2_1 > a31oi_1 > a211o_1 > nor4_1 > a31oi_1 > or4_1 > nand3_1, total power density per cell area 211 nW/µm², wire length of the first global-routing pass 9810 µm, adder-cell share of the synthesized area 0.00439, TritonCTS clock tree done, Distinct cells, synth 54, share of layout cells above drive strength 1 0.0658, fin util 0.534, antenna violations before repair 0, area fraction in xor and xnor cells 0.111, number of global-route vias before repair 1987, RSZ-0062 raised after global routing false, overall power after layout 0.621 mW, io pins 14, Antenna Diode Count 0, DR DRC count 0, top fanout value on the critical path 7, maximum vdd drop between 0.1 and 0.15 mV, width of the chip ~78 µm, routed wirelength normalized by instance count between 15 and 20 µm, Post-Syn Area per Cell 9.08 µm², yosys synthesis chip area 2850 µm², effective utilization at floorplan 0.518, total area of multi-input combinational cells approximately 1500 µm², Post CTS Setup Buffer Count 0, WHS 0.474 ns, total detailed-routing wirelength about 5700 µm, final worst-path cycle share 0.663, post-synthesis cell count from yosys 314, leakage power of the design 1.23 nW, count of H-tree levels built during CTS 2, count of warning messages emitted by the tools 29, clock sink count 47, gate count after technology mapping 314, Post-DP HPWL between 3000 and 4000 µm, fin area just under 3000 µm², post-synthesis compound-gate area fraction 0.0931, final hold violation count 0, first-iteration detailed-routing DRC count 112, cell area after technology mapping 2850 µm², Final setup viols 0, area share of and/or/nand/nor cells after synthesis 0.298, crit path capture type flop, delay of the slowest cell on the worst path 0.50 ns, number of enable flip-flop cells 6, Final min period 3.31 ns, placement row count 27, # resized after CTS 0
-- cells in the mapped netlist (3+ instances only) --
library cell | number | share of area
sky130_fd_sc_hd__nand2_1 | 20 | 0.026
sky130_fd_sc_hd__or4_1 | 3 | 0.0079
sky130_fd_sc_hd__buf_6 | 3 | 0.012
sky130_fd_sc_hd__nand4_1 | 11 | 0.024
sky130_fd_sc_hd__xnor2_1 | 23 | 0.071
sky130_fd_sc_hd__edfxtp_1 | 6 | 0.063
sky130_fd_sc_hd__and3_1 | 7 | 0.015
sky130_fd_sc_hd__inv_1 | 8 | 0.011
sky130_fd_sc_hd__nor2_1 | 49 | 0.065
sky130_fd_sc_hd__xor2_1 | 13 | 0.040
sky130_fd_sc_hd__nor4_1 | 6 | 0.013
sky130_fd_sc_hd__or3_1 | 4 | 0.0088
sky130_fd_sc_hd__nor2b_1 | 6 | 0.013
sky130_fd_sc_hd__nor3_1 | 7 | 0.012
sky130_fd_sc_hd__clkbuf_1 | 13 | 0.017
sky130_fd_sc_hd__a31oi_1 | 7 | 0.015
sky130_fd_sc_hd__and4_1 | 10 | 0.031
sky130_fd_sc_hd__a21oi_1 | 6 | 0.011
sky130_fd_sc_hd__nand3_1 | 18 | 0.032
sky130_fd_sc_hd__buf_4 | 7 | 0.018
sky130_fd_sc_hd__dfrtp_1 | 41 | 0.36
sky130_fd_sc_hd__o21ai_0 | 5 | 0.0088
-- cell type report --
class	count	share of cell area
Multi-Input combinational cell	236	0.503
Inverter	8	0.0102
Sequential cell	47	0.411
Tap cell	72	0.0307
Clock buffer	5	0.0234
Timing Repair Buffer	5	0.0153
Clock inverter	3	0.00681
-- worst paths after layout --
check | start | endpoint | slack [ns] | depth (start not counted)
min in group asynchronous | reset | counter[6] | 1.16 | 3
worst min-delay path | done | done | 0.47 | 1
worst max register to register | counter[0] | next_state[0] | 1.69 | 10
worst min register to register | done | done | 0.47 | 1
worst max-delay path | counter[0] | next_state[0] | 1.69 | 10
max in group asynchronous | reset | counter[27] | 3.48 | 3
-- routing by layer --
layer	global-route usage	routed length (µm)	up-vias
li1	-	-	1085
met1	0.388	3060	1022
met2	0.296	2420	23
met3	0.0299	144	5
met4	0.0245	49	0
met5	0	0	-
-- cell families after synthesis --
kind of cell	Yosys count
buf+inv	34
compound gates	37
simple gates	156
other cells	1
fa+ha+maj	1
flops	47
mux	2
xor+xnor	36
-- critical path, delay by kind of cell, from the launching register on --
family,cells,cell delay [ns]
simple gates,6,1.88
fa+ha+maj,1,0.32
compound gates,3,0.61
flops,1,0.44
-- sequential cells by signal (all words and copies together) (netlist names) --
signal	count
DATA	5
E	1
counter	32
done	1
next_state	4
state	4
-- cells in the final DEF (no fill, tap or decap), types with 3 or more instances in the layout --
| master | n |
|---|---|
| sky130_fd_sc_hd__inv_1 | 8 |
| sky130_fd_sc_hd__or3_1 | 4 |
| sky130_fd_sc_hd__o21ai_0 | 5 |
| sky130_fd_sc_hd__or4_1 | 3 |
| sky130_fd_sc_hd__edfxtp_1 | 6 |
| sky130_fd_sc_hd__a21oi_1 | 6 |
| sky130_fd_sc_hd__nand4_1 | 11 |
| sky130_fd_sc_hd__and3_1 | 7 |
| sky130_fd_sc_hd__and4_1 | 10 |
| sky130_fd_sc_hd__dfrtp_1 | 41 |
| sky130_fd_sc_hd__clkbuf_8 | 5 |
| sky130_fd_sc_hd__nor3_1 | 7 |
| sky130_fd_sc_hd__nor2_1 | 49 |
| sky130_fd_sc_hd__nand2_1 | 20 |
| sky130_fd_sc_hd__xnor2_1 | 23 |
| sky130_fd_sc_hd__nand3_1 | 18 |
| sky130_fd_sc_hd__a31oi_1 | 7 |
| sky130_fd_sc_hd__nor2b_1 | 6 |
| sky130_fd_sc_hd__clkdlybuf4s50_1 | 3 |
| sky130_fd_sc_hd__xor2_1 | 13 |
| sky130_fd_sc_hd__nor4_1 | 6 |
| sky130_fd_sc_hd__conb_1 | 4 |
-- power by group --
group / internal (mW) / total [mW] / switching, mW
Sequential: 0.386 / 0.386 / 0
Combinational: 0.00126 / 0.00781 / 0.00655
Clock: 0.0974 / 0.227 / 0.130
-- stage by stage --
stage               worst slack, ns  std cells
floorplan                      2.22        317
global placement               1.70        368
detailed placement             1.74        368
CTS                            1.69        376
global route                   1.40        376
finish                         1.69        376
Power figures rest on the tool's default switching activity, not on a simulated workload.
